==> /design/flow/design.v <==
module imem #(parameter N = 32) (  
		input logic [5:0] addr,
		output logic [N-1:0] q
	);
	logic [N-1:0] rom [0:63] = '{default: 32'h0};
	initial begin
		rom [0:46] = '{
			32'hf8000001, 32'hf8008002, 32'hf8000203, 32'h8b050083,
			32'hf8018003, 32'hcb050083, 32'hf8020003, 32'hcb0a03e4,
			32'hf8028004, 32'h8b040064, 32'hf8030004, 32'hcb030025,
			32'hf8038005, 32'h8a1f0145, 32'hf8040005, 32'h8a030145,
			32'hf8048005, 32'h8a140294, 32'hf8050014, 32'haa1f0166,
			32'hf8058006, 32'haa030166, 32'hf8060006, 32'hf840000c,
			32'h8b1f0187, 32'hf8068007, 32'hf807000c, 32'h8b0e01bf,
			32'hf807801f, 32'hb4000040, 32'hf8080015, 32'hf8088015,
			32'h8b0103e2, 32'hcb010042, 32'h8b0103f8, 32'hf8090018,
			32'h8b080000, 32'hb4ffff82, 32'hf809001e, 32'h8b1e03de,
			32'hcb1503f5, 32'h8b1403de, 32'hf85f83d9, 32'h8b1e03de,
			32'h8b1003de, 32'hf81f83d9, 32'hb400001f
		};
	end
	always_comb begin
		q = rom[addr];
	end
endmodule
==> /design/flow/run.sh <==
#!/bin/bash
# OpenROAD 26Q1-2900-gdf79404cd8, Yosys 0.63+post, stock flow scripts
make -C /OpenROAD-flow-scripts/flow DESIGN_CONFIG=/design/flow/config.mk WORK_HOME=/design/flow/orfs finish
==> /design/flow/config.mk <==
export PLATFORM = sky130hd
export DESIGN_NAME = imem
export DESIGN_NICKNAME = imem
export VERILOG_FILES = /design/flow/design.v
export SDC_FILE = /design/flow/constraint.sdc
export NUM_CORES = 4
export LEC_CHECK = 1
export CORE_AREA = 10 10 83 83
export DIE_AREA = 0 0 93 93
export SYNTH_HDL_FRONTEND = slang
==> /design/flow/constraint.sdc <==
current_design imem

set clk_period 2.4
set clk_io_pct 0.2

create_clock -name clk0 -period $clk_period

set non_clock_inputs [all_inputs -no_clocks]
set_input_delay [expr $clk_period * $clk_io_pct] -clock clk0 $non_clock_inputs
set_output_delay [expr $clk_period * $clk_io_pct] -clock clk0 [all_outputs]
==> run_results.csv <==
group,metric,value,unit
final_layout,finish.utilization,0.565,
power,pwr-share-clk,0,
clock_network,cts_hold_repair.buffers,0,
worst_hold_path,hp-start,"addr[5]",
route,drc,0,
global_routing,grt_max_degree,19,
synth,syn_avg_cell_area,6.38,um^2
power,p_leak,1.31,nW
setup_path,worstPathRequired,1.92,ns
worst_hold_path,min_to,"q[9]",
die,die_h,93,um
global_routing,first_global_vias,2270,
timing,finalSetupViolCount,0,
setup_path,critical-path-slowest-cell,"o32ai_1",
final_layout,flop-count,0,
synth,synth_cell_types,47,
place,dpl.hpwl,5090,um
setup_path,worstSetupPathType,"input pin to primary output",
synth,yosysWarnings,0,
timing,maxSlewViolCount,0,
run,maxCapViolCount,0,
power,pwr-share-comb,1.000,
route,ant_nets,0,
setup_path,critPathMaxStageDelay,0.27,ns
worst_hold_path,hold_depth,4,
die,ios,38,
route,drt_iter0_drc,246,
power,p_seq_frac,0,
timing,tightest_slew,0.325,ns
setup_path,cp_common_cell,"buf_4",
route,viasPerCell,5.86,
final_layout,drive_gt1_frac,0.491,
final_layout,stdcell_area,0.00290,mm^2
synth,yosysChipArea,0.00144,mm^2
die,rows,26,
die,core,0.00514,mm^2
die,initial_core_util,0.280,
power,cellInternalPower,0.000285,W
timing,max_freq,423,MHz
global_routing,track_usage,0.166,
timing,min_period,2.36,ns
timing,fin_setup_tns,0,ns
die,chip_area,0.00865,mm^2
global_routing,overflow,0,
final_layout,area_delta_synth_final,101,%
die,fp.dieW,93,um
place,place.gp.congestion,1.01,
route,vias,2391,
setup_path,path_delay_family,"buffers and inverters",
setup_path,cp_max_fo,6,
power,peakVddDrop,0.0970,mV
setup_path,start_kind,"input pin",
global_routing,grt_pass1_wl,12000,um
final_layout,flop_area,0,um^2
power,power.switching,0.000250,W
timing,rsz0062_at_grt,"no",
place,dp_cells,385,
run_status,status,"completed",
synth,synth_area,0.00144,mm^2
timing,final-hold-violation-count,0,
place,placed_area,0.00236,mm^2
timing,slew_headroom,0.782,
synth,ys_seq_share,0,
synth,synth_top_area_share,0.130,
setup_path,crit_chain,"buf_4 > buf_8 > ha_4 > buf_4 > buf_4 > nand2_1 > a21oi_2 > nor2_1 > o32ai_1 > buf_2",
setup_path,cp.depth,10,
timing,period_used_share,0.984,
synth,postSynthCellCount,226,
synth,ys_cells,226,
route,drt-wirelength-per-cell,18.4,um
setup_path,critPathCaptureType,"primary output",
worst_hold_path,hp-class,"input pin to primary output",
power,power_switching_share,0.467,
run,warning_count,44,
setup_path,crit_arrival,1.88,ns
synth,yosysTopAreaCell,"ha_1",
final_layout,fin_cells,408,
power,powerDensity,184,mW/mm^2
global_routing,antenna_found_initial,0,
synth,synth.area.top_cells,"ha_1, a21oi_1, o211ai_1",
route,wl,7510,um
setup_path,path_buffers,5,
place,port_buffers,38,
route,firstDrtPassIters,5,
route,antenna_cells,0,
final_layout,clock_buffers,0,
logic make-up (layout without fill, tap and decap cells):
group | count (synthesis) | count (layout) | synth area share
AND/OR/NAND/NOR | 79 | 79 | 0.267
multiplexers | 4 | 4 | 0.0278
AND-OR/OR-AND | 94 | 94 | 0.434
adder cells (fa/ha/maj) | 15 | 15 | 0.130
buffers and inverters | 34 | 146 | 0.141
synthesized netlist by cell type (all sizes together):
cell	count
nor4	1
and2b	2
or3b	1
clkbuf	2
o2111ai	2
and3	2
or2	1
a21oi	22
o22ai	2
o311ai	2
inv	7
a31oi	4
o2bb2ai	1
o31a	1
and2	4
nand2b	12
a221oi	3
or3	2
a2111oi	1
o31ai	3
nor2	20
buf	25
o2111a	1
a2bb2oi	1
nor3	4
mux2i	4
a211oi	1
a32oi	2
o211a	1
a22oi	2
nand2	22
o211ai	13
a22o	1
nand3	3
o32ai	2
a311oi	1
o21ai	21
nor2b	5
o221ai	5
o21a	1
ha	15
a211o	1
per-layer routing:
layer,GRT usage,routed length (um),vias to the layer above,part of all wire
met1,0.225,3200,1121,0.43
met3,0.0355,832,26,0.11
met2,0.261,3240,162,0.43
li1,-,-,1082,-
met4,0.0450,235,0,0.031
met5,0,0,-,0
worst max path at each step:
| stage | startpoint | end | slack [ns] |
|---|---|---|---|
| 4_1_cts | addr[0] | q[15] | 0.01 |
| 5_1_grt | addr[0] | q[4] | 0.009 |
| 6_report | addr[0] | q[5] | 0.04 |
layout by cell type, fill, tap and decap left out, types with 5 or more instances in the layout:
cell | synthesis | routed
o21ai_0 | 18 | 9
nand2_1 | 22 | 18
o21ai_1 | 3 | 8
o211ai_1 | 13 | 13
a21oi_2 | 0 | 8
dlygate4sd2_1 | 0 | 21
buf_6 | 3 | 11
a21oi_1 | 22 | 13
buf_4 | 10 | 84
nand2b_1 | 12 | 7
nand2b_4 | 0 | 5
ha_4 | 0 | 9
buf_2 | 12 | 6
nor2_1 | 20 | 17
per-stage QoR:
stage | setup WS (ns) | hold WS (ns) | power [W]
floorplan | 0.268 | 1.06 | 0.000185
global placement | -0.785 | 2.08 | 0.000431
detailed placement | -0.749 | 2.08 | 0.000427
CTS | 0.00990 | 1.55 | 0.000511
global route | 0.00925 | 1.52 | 0.000571
finish | 0.0384 | 1.49 | 0.000535
worst min-delay path: cells and delay by family:
kind | cells | cell delay [ns]
buf+inv | 3 | 0.46
compound gates | 1 | 0.07
power by group through the flow:
| stage | registers [W] | logic, W | clock network [W] |
|---|---|---|---|
| global route | 0 | 0.000571 | 0 |
| CTS | 0 | 0.000511 | 0 |
| finish | 0 | 0.000535 | 0 |
layout make-up:
cell class / count / area [um^2]
tap: 70 / 87.6
timing repair buffer: 139 / 1220
inverter: 7 / 31.3
fill: 436 / 2240
multi-input combinational: 192 / 1570
timing repair:
| item | 4_1_cts | 5_1_grt |
|---|---|---|
| gates cloned | 4 | 0 |
| resized | 145 | 15 |
| pin swaps | 24 | 10 |
| setup endpoints to repair | 32 | 12 |
| buffers inserted | 18 | 2 |
No activity file was given, so power comes from the tool's default toggle rates.
