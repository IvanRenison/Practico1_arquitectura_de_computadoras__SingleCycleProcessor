==> /design/flow/design.v <==
module adder #(parameter N = 64) (
		input logic [N-1:0] a, b,
		output logic [N-1:0] y
	);
	assign y = a + b;
endmodule
module alu #(parameter N = 64) (
		input logic [N-1:0] a, b, input logic [3:0] ALUControl,
		output logic [N-1:0] result, output logic zero
	);
	always_comb begin
		casez(ALUControl)
			4'b0000: result = a & b;
			4'b0001: result = a | b;
			4'b0010: result = a + b;
			4'b0110: result = a - b;
			4'b0111: result = b;
			default: result = '1;
		endcase;
		zero = result == '0 ? '1 : '0;
	end
endmodule
module execute #(parameter N = 64) (
		input logic AluSrc,
		input logic [3:0] AluControl,
		input logic [N-1:0] PC_E, signImm_E, readData1_E, readData2_E,
		output logic [N-1:0] PCBranch_E, aluResult_E, writeData_E,
		output logic zero_E
	);
	logic [N-1:0] MUX_out;
	logic [N-1:0] sl2_out;
	mux2 #(N) MUX(readData2_E, signImm_E, AluSrc, MUX_out);
	sl2 #(N) sl2(signImm_E, sl2_out);
	adder #(N) adder(PC_E, sl2_out, PCBranch_E);
	alu #(N) alu(readData1_E, MUX_out, AluControl, aluResult_E, zero_E);
	assign writeData_E = readData2_E;
endmodule
module mux2 #(parameter N = 64) (
		input logic [N-1:0] d0, d1,
		input logic s,
		output logic [N-1:0] y
	);
	assign y = s ? d1 : d0;
endmodule
module sl2 #(parameter N = 64)
				(input logic [N-1:0] a,					
				output logic [N-1:0] y);
	assign y[0] = 1'b0;
	assign y[1] = 1'b0;
	assign y[N-1:2] = a[N-3:0];
endmodule
==> /design/flow/run.sh <==
#!/bin/bash
# OpenROAD 26Q1-2900-gdf79404cd8, Yosys 0.63+post, stock flow scripts
make -C /OpenROAD-flow-scripts/flow DESIGN_CONFIG=/design/flow/config.mk WORK_HOME=/design/flow/orfs finish
==> /design/flow/config.mk <==
export PLATFORM = sky130hd
export DESIGN_NAME = execute
export DESIGN_NICKNAME = execute
export VERILOG_FILES = /design/flow/design.v
export SDC_FILE = /design/flow/constraint.sdc
export NUM_CORES = 4
export LEC_CHECK = 1
export CORE_AREA = 10 10 282 282
export DIE_AREA = 0 0 292 292
export SYNTH_HDL_FRONTEND = slang
==> /design/flow/constraint.sdc <==
current_design execute

set clk_period 48.7
set clk_io_pct 0.2

create_clock -name clk0 -period $clk_period

set non_clock_inputs [all_inputs -no_clocks]
set_input_delay [expr $clk_period * $clk_io_pct] -clock clk0 $non_clock_inputs
set_output_delay [expr $clk_period * $clk_io_pct] -clock clk0 [all_outputs]
==> insert_results.sql <==
-- flow metrics import
INSERT INTO impl_metrics (metric_group, metric, value, unit) VALUES
('timing', 'grt_setup_unrepaired', 'no', ''),
('final_layout', 'register_cell_area_after_layout', '0', 'sq um'),
('synth', 'synthDistinctLibCells', '87', ''),
('power', 'powerDensity', '14.2', 'nW/um^2'),
('global_route', 'overflow', '0', ''),
('critical_path', 'peak_per_stage_delay_on_the_critical_path', '690', 'ps'),
('timing', 'maxSlewHeadroom', '31.0', '%'),
('placement', 'hpwlAfterDp', '66300', 'um'),
('clock_tree', 'count_of_hold_fix_buffers_inserted_at_cts', '0', ''),
('global_route', 'grt_start_max_net_pins', '67', ''),
('placement', 'gp_routability_congestion', '1.02', ''),
('clock_tree', 'postCtsResizedCells', '0', ''),
('placement', 'dpl-instance-area', '18200', 'sq um'),
('power', 'p_leak', '0.00692', 'uW'),
('critical_path', 'cp_slowest_cell', 'sky130_fd_sc_hd__or4b_2', ''),
('floorplanning', 'floorplan.initialDensity', '18.2', '%'),
('final_layout', 'layout.sequential_cells', '0', ''),
('final_layout', 'fin_area', '18200', 'sq um'),
('final_layout', 'clock_buffer_count', '0', ''),
('synth', 'synth_chip_area', '13300', 'sq um'),
('run', 'maxCapViolations', '0', ''),
('synth', 'ys.warnings.count', '0', ''),
('final_layout', 'lay_top_count', 'sky130_fd_sc_hd__clkdlybuf4s50_1', ''),
('critical_path', 'end_kind', 'primary output', ''),
('placement', 'port_buffers', '450', ''),
('timing', 'setup_viol', '0', ''),
('outcome', 'run_status', 'finished clean', ''),
('final_layout', 'lay_top_cells', 'sky130_fd_sc_hd__clkdlybuf4s50_1 (445), sky130_fd_sc_hd__a21oi_1 (260), sky130_fd_sc_hd__o21ai_0 (196), sky130_fd_sc_hd__nor2_1 (182), sky130_fd_sc_hd__nand2_1 (150)', ''),
('timing', 'totalNegativeSetupSlack', '0', 'ps'),
('final_layout', 'stdcell_count', '3319', ''),
('timing', 'achievable_clock_frequency', '35.8', 'MHz'),
('routing', 'detailedRoute.firstPassIterationCount', '5', ''),
('floorplanning', 'ios', '454', ''),
('floorplanning', 'die.size.x', '292', 'um'),
('placement', 'post-place-cells', '3313', ''),
('floorplanning', 'design.die.area', '85300', 'sq um'),
('routing', 'route.detailed.wl_per_inst', '23.2', 'um'),
('run', 'total_tool_warning_count', '34', ''),
('power', 'peakVddDrop', '0.00000539', 'V'),
('global_route', 'grt_use_total', '17.2', '%'),
('synth', 'mappedNetlistArea', '13300', 'sq um'),
('routing', 'final_antenna_net_count', '0', ''),
('timing', 'finalHoldViolations', '0', ''),
('critical_path', 'critPathKind', 'primary input to primary output', ''),
('global_route', 'grt_antenna_before_repair', '10', ''),
('clock_tree', 'postCtsSetupBuffers', '0', ''),
('final_layout', 'drive_above_1_share', '3.74', '%'),
('critical_path', 'cp_data_required_time', '38960', 'ps'),
('synth', 'syn_inst_count', '2059', ''),
('timing', 'final_max_slew_viol_count', '0', ''),
('critical_path', 'crit_top_cell', 'sky130_fd_sc_hd__a21oi_1', ''),
('final_layout', 'synthToLayoutAreaGrowth', '36.8', '%'),
('synth', 'yosys-stat-cells', '2059', ''),
('floorplanning', 'die_y', '292', 'um'),
('routing', 'vias', '17002', ''),
('critical_path', 'worst_ep_arrival_time', '18200', 'ps'),
('critical_path', 'critPathMaxFanout', '45', ''),
('routing', 'wirelength', '76900', 'um'),
('worst_hold_path', 'min-delay-path-class', 'primary input to primary output', ''),
('global_route', 'global_route_wire_length_before_repair', '111000', 'um'),
('routing', 'drt_drc_violations_left', '0', ''),
('global_route', 'first_global_vias', '16193', ''),
('timing', 'tightestPinTransition', '1020', 'ps'),
('routing', 'avgViaCountPerCell', '5.12', ''),
('routing', 'detail_route.iter0.violations', '1449', ''),
('timing', 'post-route-min-period', '27940', 'ps'),
('timing', 'final.hold.worst_slack', '19480', 'ps'),
('floorplanning', 'floorplan.core_area', '73200', 'sq um'),
('synth', 'yosys.stat.seqShare', '0', '%'),
('floorplanning', 'num_rows', '99', ''),
('critical_path', 'setup.worst_path.start_class', 'primary input', ''),
('synth', 'postSynthAreaPerCell', '6.46', 'sq um'),
('timing', 'finalClockPeriodUsage', '57.4', '%');
==> report_power, final <==
| group | internal, uW | total, uW | switching (uW) |
|---|---|---|---|
| Combinational | 118 | 259 | 141 |
| Sequential | 0 | 0 | 0 |
| Clock | 0.0000153 | 0.0000153 | 0 |
==> worst max-delay path: cells and delay by family <==
family / cells / cell delay [ps]
and+or+nand+nor: 8 / 3390
AOI/OAI and AO/OA: 9 / 2210
buffers and inverters: 4 / 1450
adders and majority gates: 2 / 550
muxes: 1 / 440
xor gates and xnor gates: 2 / 380
==> cell type report <==
type	count	area, sq um
diodes	6	15.0
inverters	87	327
fillers	8131	55000
multi-input cells	1795	12000
well taps	959	1200
repair buffers	472	4650
==> layer usage <==
layer / vias up / wire length [um] / global-route usage (%)
li1: 8184 / - / -
met1: 8003 / 34700 / 23.9
met2: 735 / 34200 / 27.1
met3: 74 / 6600 / 4.14
met4: 6 / 1430 / 2.78
met5: - / 34 / 0
==> synth_stat cells, drive strengths merged, types with 22 or more instances <==
cell type / count / area share (%)
a21o: 52 / 2.9
a21oi: 261 / 9.8
a221oi: 22 / 1.5
buf: 95 / 5.0
clkbuf: 82 / 2.3
ha: 127 / 12
inv: 87 / 2.5
mux2i: 60 / 4.6
nand2: 150 / 4.2
nand2b: 22 / 1.0
nand3: 38 / 1.4
nand4: 32 / 1.5
nor2: 184 / 5.2
nor2b: 29 / 1.4
nor3: 51 / 1.9
o21a: 26 / 1.5
o21ai: 205 / 7.7
o21bai: 26 / 1.5
xnor2: 106 / 7.0
xor2: 52 / 3.4
==> final timing paths <==
kind | startpoint | to | depth (start not counted)
max | AluSrc | zero_E | 26
min | PC_E[0] | PCBranch_E[0] | 0
==> metrics by stage <==
stage	util (%)	setup slack, ps	total power [uW]
floorplan	-	22820	141
global placement	24.9	20960	258
detailed placement	24.9	20860	256
CTS	24.9	20820	257
global route	24.9	20330	282
finish	24.9	20760	259
==> kinds of logic (layout without fill, tap and decap cells) <==
family          after synthesis  count (layout)  share of synthesized area (%)
buf+inv                     264             559                           9.73
other cells                   0               6                              0
simple gates                643             643                           24.1
compound gates              786             786                           37.3
mux                          78              78                           6.15
fa+ha+maj                   130             130                           12.3
xor+xnor                    158             158                           10.4
Power figures rest on the tool's default switching activity, not on a simulated workload.
