### flow/run.sh
#!/bin/bash
# OpenROAD 26Q1-2900-gdf79404cd8, Yosys 0.63+post, stock flow scripts
make -C /OpenROAD-flow-scripts/flow DESIGN_CONFIG=/design/flow/config.mk WORK_HOME=/design/flow/orfs finish
### flow/config.mk
export PLATFORM = sky130hd
export DESIGN_NAME = regfile
export DESIGN_NICKNAME = regfile
export VERILOG_FILES = /design/flow/design.v
export SDC_FILE = /design/flow/constraint.sdc
export NUM_CORES = 4
export LEC_CHECK = 1
export CORE_UTILIZATION = 50
export SYNTH_HDL_FRONTEND = slang
### flow/design.v
module regfile(
		input logic clk, we3,
		input logic [4:0] ra1, ra2, wa3,
		input logic [63:0] wd3,
		output logic [63:0] rd1, rd2
	);
	logic [63:0] registers [0:31] = '{
		64'd0 , 64'd1 , 64'd2 , 64'd3 , 64'd4 , 64'd5 , 64'd6 , 64'd7 , 64'd8 , 64'd9 ,
		64'd10, 64'd11, 64'd12, 64'd13, 64'd14, 64'd15, 64'd16, 64'd17, 64'd18, 64'd19,
		64'd20, 64'd21, 64'd22, 64'd23, 64'd24, 64'd25, 64'd26, 64'd27, 64'd28, 64'd29,
		64'd30, 64'd0
	};
	always_comb begin
		rd1 <= registers[ra1];
		rd2 <= registers[ra2];
	end
	always_ff @(posedge clk) begin
		if (we3 == 1'b1 && wa3 !=  5'b11111) begin
			registers[wa3] <= wd3;
		end
	end
endmodule
### flow/constraint.sdc
current_design regfile

set clk_period 16.4
set clk_io_pct 0.2

create_clock -name clk0 -period $clk_period [get_ports {clk}]

set non_clock_inputs [all_inputs -no_clocks]
set_input_delay [expr $clk_period * $clk_io_pct] -clock clk0 $non_clock_inputs
set_output_delay [expr $clk_period * $clk_io_pct] -clock clk0 [all_outputs]
==> impl_metrics.py <==
# Metrics from the implementation run
metrics = {
    "clock_network": {
        "post_cts_resized": 0,
        "cts_max_level": 4,
        "ctsHoldBuffers": 0,
        "cts_root_buf": "clkbuf_16",
        "clock_sinks": 2048,
        "clk_pin_slew_ns": 0.06,
        "tritoncts": "yes",
        "numCtsBuffers": 210,
        "clockBufferDepth": 3,
        "post_cts_buffers": 0,
    },
    "setup_path": {
        "critPathCaptureType": "primary output",
        "arrival_ns": 7.45,
        "cp_slowest_cell": "buf_4",
        "crit_top_cell": "buf_4",
        "critical_path_required_ns": 13.12,
        "cpPeakStageDelay_ns": 0.67,
        "critPathBufInv": 5,
        "cp_top_family": "buffers and inverters",
        "crit_fanout": 66,
        "critPathCapture": "rd2[59]",
        "worst-setup-path-type": "in2out",
        "cp_num_cells": 8,
        "start_kind": "input port",
        "critical_path.cell_chain": "buf_8, buf_4, buf_4, buf_4, mux4_2, mux4_2, o21a_1, clkdlybuf4s50_1",
        "cp-startpoint": "ra2[1]",
    },
    "final_timing": {
        "slew-limit-headroom_pct": 29.9,
        "period_used_pct": 65.4,
        "rsz0062_at_grt": "false",
        "max_freq_mhz": 93.2,
        "fin_tns_setup_ns": 0,
        "setup_ws_ns": 5.67,
        "setup_viol": 0,
        "tightest_slew_ns": 1.05,
        "hold_viol": 0,
        "period_minus_slack_ns": 10.73,
        "slew_viol_final": 0,
    },
    "global_route": {
        "antenna_found_initial": 4,
        "track_usage_pct": 33.7,
        "grt_start_max_net_pins": 99,
        "grt_first_pass_wirelength_um": 398000,
        "grt_pass1_vias": 56100,
        "overflow": 0,
    },
    "detailed_routing": {
        "drt_iter0_markers": 3250,
        "detail-route-antenna-nets": 0,
        "totalWireLength_um": 277000,
        "post_drt_wl_per_cell_um": 37.6,
        "route.detailed.drc": 0,
        "drt_first_pass_iters": 7,
        "vias": 49255,
        "num_antenna_cells": 0,
        "viasPerCell": 6.70,
    },
    "yosys": {
        "yosysSeqAreaShare_pct": 65.4,
        "yosys_area_mm2": 0.0941,
        "yosys_cells": 4295,
        "ys.flops": 2048,
        "ys_warn_count": 0,
        "ff_type": "edfxtp_1",
        "synthCells": 4295,
        "synth.distinct_cells": 37,
        "edf_count": 2048,
        "syn_avg_cell_area_um2": 21.9,
        "ys_async_sr_fraction_pct": 0,
        "syn_area_mm2": 0.0941,
    },
    "power_and_ir_drop": {
        "leakage_nw": 34.1,
        "peakVddDrop_mv": 0.0798,
        "powerDensity_mw_per_mm2": 109,
    },
    "die": {
        "die_area_mm2": 0.190,
        "ios": 209,
        "placementRows": 158,
        "fp.dieH_um": 436,
        "fp_util_pct": 50.5,
        "die_w_um": 436,
        "core_mm2": 0.186,
    },
    "placed_design": {
        "port_buffers": 208,
        "dp_hpwl_um": 156000,
        "place_congestion": 0.893,
        "place_ws_ns": 5.52,
        "place_area_mm2": 0.100,
        "dp.cells": 6963,
    },
    "final_layout": {
        "area.growth.synth_to_final_pct": 13.6,
        "largest_reg_flops": 2048,
        "final_cell_area_mm2": 0.107,
        "final_util_pct": 57.4,
        "drive_gt1_share_pct": 35.2,
        "final_cells": 7350,
        "reg_top3": "registers x2048",
        "fillers": 13467,
        "largest-register": "registers",
    },
    "hold_path": {
        "hp-class": "in2reg",
    },
    "status": {
        "status": "finished, final reports clean",
    },
    "run": {
        "drv_cap": 0,
        "warnings": 26,
    },
}
==> how the worst min path moves through the flow <==
stage	startpoint	endpoint	slack [ns]	depth (start not counted)
4_1_cts	wd3[53]	registers[12][53]	3.18	2
5_1_grt	wd3[53]	registers[12][53]	3.24	2
6_report	wd3[53]	registers[12][53]	3.24	2
==> metal layers <==
layer  share of wire (%)  wire length [µm]  vias to the layer above  GRT usage [%]
met5                0.22               621                        -           2.42
met4                 3.7             10100                       23           8.94
met2                  48            132000                     3584           47.5
li1                    -                 -                    19875              -
met3                  18             50400                      540           25.8
met1                  30             83900                    25233           43.4
==> Yosys cell counts, drive strengths merged, types with 3 or more instances <==
cell type / n / area [µm²]
buf: 252 / 1440
nand2: 80 / 300
a32o: 35 / 350
o221ai: 3 / 26.3
nor2b: 20 / 125
a2111oi: 3 / 26.3
mux2i: 359 / 3590
nor2: 45 / 169
a211oi: 8 / 60.1
or3b: 3 / 26.3
a211o: 5 / 43.8
o22ai: 35 / 219
and2: 5 / 31.3
a21oi: 3 / 15.0
a32oi: 3 / 26.3
mux4: 1046 / 23600
a22o: 34 / 298
nand3b: 5 / 37.5
o41ai: 3 / 26.3
a21o: 4 / 30.0
nand2b: 4 / 25.0
nor4: 3 / 18.8
o21a: 26 / 195
clkbuf: 91 / 342
edfxtp: 2048 / 61500
a22oi: 23 / 173
a221oi: 89 / 780
mux2: 51 / 574
==> logic make-up after synthesis <==
family,count (synthesis),synth area share [%]
AOI/OAI and AO/OA,274,2.41
buffers and inverters,344,1.89
DFF,2048,65.4
muxes,1456,29.5
other,1,0.00399
and+or+nand+nor,172,0.822
==> cell type report <==
cell class / instances / area [µm²] / share of cell area [%]
Inverter: 1 / 11.3 / 0.0105
Sequential cell: 2048 / 61500 / 57.6
Timing Repair Buffer: 468 / 4170 / 3.90
Clock buffer: 260 / 5680 / 5.31
Tap cell: 2480 / 3100 / 2.90
Clock inverter: 127 / 1060 / 0.994
Multi-Input combinational cell: 1966 / 31300 / 29.3
==> stage by stage <==
step | power, W | hold slack (ns)
after floorplan | 0.00656 | 3.38
after global placement | 0.00700 | 4.11
after detailed placement | 0.00700 | 4.11
after CTS | 0.0117 | 3.18
after global routing | 0.0119 | 3.24
final | 0.0116 | 3.24
==> cell usage in the layout (no fill, tap or decap), types with 9 or more instances in the layout <==
cell,n
clkbuf_1,39
mux4_2,1046
buf_12,9
mux2_2,51
a22oi_1,23
nor2_1,10
nor2b_1,12
bufinv_16,19
edfxtp_1,2048
nor2_4,34
clkinv_1,54
a22o_1,34
clkbuf_16,221
o21a_1,26
clkdlybuf4s50_1,198
conb_1,64
mux2i_1,359
a32o_1,35
buf_4,254
clkinv_2,48
o22ai_1,35
nand2_1,80
a221oi_1,89
==> report_power, final <==
group / leakage (nW) / switching, W / internal, W / total, W
Combinational: 12.3 / 0.000535 / 0.000477 / 0.00101
Sequential: 18.5 / 0.0000298 / 0.00584 / 0.00587
Clock: 3.32 / 0.00199 / 0.00273 / 0.00472
Power figures rest on the tool's default switching activity, not on a simulated workload.
